==> flow/design.v <==
module sistema(
    input sensor_ent,  
    input sensor_sai,  
    input wire clk,
    input wire reset,
    output reg increment,  
    output reg decrement  
    );
	 reg[1:0] state;
	 parameter 
				   normal = 2'b00,
					entra = 2'b01,
					sai = 2'b10;
	initial begin
		state <= normal;
	end
	always@(negedge clk, negedge reset) begin
		if(reset == 1'b0) state <= normal;
		else begin
			case(state)  
				normal: begin  
					if(sensor_ent == 1'b1 && sensor_sai == 1'b0) state <= entra;  
					else if (sensor_sai == 1'b1 && sensor_ent == 1'b0) state <= sai;  
					else state <= normal;  
				end
				entra: begin
					state<=normal;
				end
				sai: begin
					state<=normal;
				end
			endcase
		end
	end
always @(state) begin
	case(state)
		normal: begin
			increment = 1'b0;
			decrement = 1'b0;
			end
		entra: begin
			increment = 1'b1;
			decrement = 1'b0;
			end
		sai: begin
			increment = 1'b0;
			decrement = 1'b1;
			end
		endcase
end
endmodule
module contador(clk, reset, occupancy, vazio, inc, dec);
   input wire clk, reset;
   input wire inc, dec;  
	output reg [5:0] occupancy; 
   output reg vazio;  
	reg empty = 1'b1;
	reg [5:0] count = 6'b000000;  
	reg [5:0] count1 = 6'b111111;	 
	always@(posedge clk) begin
		if (reset == 1'b0) 
			count <= 6'b000000;
		else if (inc) begin
			count <= count + 1'b1;
			empty <=1'b0;  
		end
		else if (dec) begin
			if (count == 6'b000001) empty <= 1'b1;  
			count <= count - 1'b1;  
			end
	end
	always @* begin
		occupancy = count;  
		count1 = 6'b111111 - count;
		$display("Vagas ocupadas: %d  Vagas livres: %d", occupancy, count1);
		vazio = empty;  
	end
endmodule 
module NivelDeAgua(
    input vazio,  
    input w10mm,  
    input w20mm,  
    input wire clk,
    input wire rst,
    output reg alerta,  
    output reg emergencia  
    );
	 reg[1:0] state;
	 parameter 
				  init = 2'b00,
					s1 = 2'b01,
					s2 = 2'b10;
	initial begin
		state <= init;
	end
	always@(negedge clk, negedge rst) begin
		if(rst == 1'b0) state <= init;  
		else begin
			case(state)  
				init: begin  
					if(w10mm == 1'b1) state <= s1;  
					else begin
						$display("Estacionamento aberto.");  
						state <= init;
					end
				end
				s1: begin
					$display("Clientes devem remover carros do estacionamento. Risco de alagamento");
					if(w20mm == 1'b1 && vazio == 1'b1) state <=s2;  
					else if (w10mm == 1'b0) state <=init;  
					else state <= s1;  
				end
				s2: begin
					if(w20mm == 1'b1 && vazio == 1'b1) begin  
						state <= s2;
						$display("Estacionamento fechado.");
						end
					else if(w20mm == 1'b0 && w10mm == 1'b0) 
						state <= init;  
					else if (vazio == 1'b0) state <=s1;  
					else state <= s2;  
				end
			endcase
		end
	end
	always @(state) begin
		case(state)
			init: begin
				alerta = 1'b0;
				emergencia = 1'b0;
				end
			s1: begin
				alerta = 1'b1;
				emergencia = 1'b0;
				end
			s2: begin
				alerta = 1'b0;
				emergencia = 1'b1;
				end
			endcase
	end
endmodule
==> flow/run.sh <==
#!/bin/bash
# OpenROAD 26Q1-2900-gdf79404cd8, Yosys 0.63+post, stock flow scripts
make -C /OpenROAD-flow-scripts/flow DESIGN_CONFIG=/design/flow/config.mk WORK_HOME=/design/flow/orfs finish
==> flow/config.mk <==
export PLATFORM = sky130hd
export DESIGN_NAME = sistema
export DESIGN_NICKNAME = sistema
export VERILOG_FILES = /design/flow/design.v
export SDC_FILE = /design/flow/constraint.sdc
export NUM_CORES = 4
export LEC_CHECK = 1
export CORE_AREA = 10 10 70 70
export DIE_AREA = 0 0 80 80
==> flow/constraint.sdc <==
current_design sistema

set clk_period 1.7
set clk_io_pct 0.2

create_clock -name clk0 -period $clk_period [get_ports {clk}]

set non_clock_inputs [all_inputs -no_clocks]
set_input_delay [expr $clk_period * $clk_io_pct] -clock clk0 $non_clock_inputs
set_output_delay [expr $clk_period * $clk_io_pct] -clock clk0 [all_outputs]
==> run notes <==
Implementation summary

The max-cap check violation count is 0. Sorting the synthesized cells by area gives the leading types as sky130_fd_sc_hd__dfrtn_1 (28%), sky130_fd_sc_hd__ha_1 (28%), sky130_fd_sc_hd__dlxtn_1 (17%). Max-slew check failures listed in the final report amount to 0. Compared with the post-synthesis result, the final layout area differs by 73.24%. The OpenROAD report gives the critical path a data arrival time of 0.74 ns. The signal on the critical path passes through dlygate4sd2_1, nand3b_1, o21ai_2.

The timer found 2 register pins that no clock reaches; their paths are not timed. The area of all sequential standard cells is 80.08 um2. The count of yosys warnings during synthesis is 1. The commonest cells after synthesis are sky130_fd_sc_hd__ha_1 (4), sky130_fd_sc_hd__nand2_1 (3), sky130_fd_sc_hd__dfrtn_1 (2), sky130_fd_sc_hd__dlxtn_1 (2), sky130_fd_sc_hd__inv_1 (2). Per the OpenROAD power report, leakage power amounts to 0.1386 nW. The wire length reported by the detailed router is 408 um. The initial utilization of the core area, before any placement, comes to 0.05201. The count of pins on the block boundary is 6. The area fraction of the largest cell type after synthesis is 0.2817. Summed over all failing endpoints, the final setup total negative slack is 0 ns. The overall die width is 80 um. The number of routed nets with antenna violations is 0.

The async set-or-reset flop fraction in the synthesized netlist is 0.5000. In the routed design, unresolved DRC markers number 0. Dividing the detail-routed via count by the number of cells gives 1.930.

The flow ran to the end, and the final reports show no timing, DRC or antenna violations. Post-synthesis, Yosys gives the total cell area as 177.7 um2. The number of DRC markers in iteration 0 is 3.

The HPWL after detailed placement is 325.3 um. The tightest slew margin relative to the limit is 0.8736. CTS added clock buffers totalling 3. According to the floorplan report, the die height is 80 um. Looking at the gate-level netlist, the highest instance count belongs to sky130_fd_sc_hd__ha_1. Looking at the cell usage after synthesis, the top flip-flop cell is sky130_fd_sc_hd__dlxtn_1.

In the global route stage, overall resource usage came out at 0.01553. The total via count in the routed design is 137. The combined area of the multi-input logic cells is 90.09 um2. The via count of the first global-routing pass is 157. The longest clock path from root to sink contains 2 buffers. Buffers inserted to repair hold after CTS numbered 0. The maximum level of the CTS H-tree is 1. The overall chip area is 0.006400 mm2.

The number of antenna violations at the first check in global routing is 1. Yosys reports the multiplexer fraction of the synthesized area as 0. The number of buffer cells added on primary ports is 5. The OpenROAD report gives the critical path a required time of 0.94 ns.

In this run the power density over the cells is 537.9 mW/mm2. In this run the tools logged warnings totalling 28. The first detailed-routing pass took 2 iterations. The final report gives the standard cell area, fillers excluded, as 307.8 um2. Global routing finished with a remaining overflow of 0. The post-CTS clock slew at the launch and capture registers of the worst setup and hold paths is 0.03 ns. The worst setup skew after layout is 0.0002256 ns.

Summing internal, switching and leakage power gives 0.1656 mW. After layout, the worst setup slack is 0.1943 ns. The root buffer cell chosen for the clock tree is sky130_fd_sc_hd__clkbuf_4. In this run, synthesis produced a sequential element count of 4. The synthesized netlist occupies a cell area of 177.7 um2. The number of cell instances after yosys synthesis is 16. The netlist uses 8 different library cells. After synthesis, the largest family of logic cells by area is adder cells. The category of the worst setup path launch point is a primary input.

The CTS tree is yes. In the final layout, the fill cell count is 406. The final hold violation count recorded for this run is 0. The worst setup path is captured at a register. Endpoints with negative setup slack in the final report add up to 0. Final hold analysis gives a worst-case slack of 0.5306 ns.

The transition time at the pin with the least slew margin is 0.1896 ns. The largest total area in the synthesized netlist belongs to sky130_fd_sc_hd__dfrtn_1. The first global-routing pass estimated 717 um of wire. The wire length per cell is 5.746 um. The worst slack at placement is -0.3222 ns. In this run the mean area of a mapped cell was 11.10 um2. The count of flip-flops with a built-in enable after synthesis is 0. Per the gpl log, the routability congestion estimate is 0.6091. The largest net degree at the start of global routing is 6.

Per the synthesis report, the AND-OR/OR-AND share of the synthesized area is 0.1197. The cell-mix breakdown from Yosys lists the adder-cell area share as 0.2817. The cell-mix breakdown from Yosys lists the simple-gate area share as 0.1056. The post-synthesis cell count is 16. The share of post-route cells with drive strength above 1 is 0.2083. The number of unconstrained endpoints is 4. Setup repair after global routing left no endpoint under its margin. The post-synthesis xor/xnor area fraction is 0.

The longest individual stage delay on the worst path is 0.25 ns. The area inside the core boundary is 0.003416 mm2. The skew report gives the latency at the later pin of the worst-skew pair as 0.24 ns.

The cell with the biggest individual delay on the critical path is sky130_fd_sc_hd__dlygate4sd2_1. The category of the most critical setup path is in2reg. Per the detailed placement report, the placed cell area equals 285.3 um2. The highest net fanout along the worst path is 2. According to the floorplan log, the row count is 21. The type of the most critical hold path is reg2reg. In this run the VDD rail shows a maximum IR drop of 86.61 uV.
[per-stage QoR]
step | utilization | cells
final | 0.09011 | 71
after global routing | 0.09011 | 71
after CTS | 0.08938 | 70
after detailed placement | 0.08352 | 67
after global placement | 0.08352 | 67
after floorplan | - | 16
[flip-flops by register name (all words and copies together) (netlist names)]
signal and cells:
decrement 1, increment 1, state 2
[placed cells by master, fill, tap and decap left out]
master	synthesis	routed
sky130_fd_sc_hd__inv_1	2	2
sky130_fd_sc_hd__dlygate4sd2_1	0	2
sky130_fd_sc_hd__dfrtn_1	2	2
sky130_fd_sc_hd__o31ai_2	1	1
sky130_fd_sc_hd__clkbuf_4	0	3
sky130_fd_sc_hd__nand3b_1	1	1
sky130_fd_sc_hd__clkdlybuf4s50_1	0	3
sky130_fd_sc_hd__dlxtn_1	2	2
sky130_fd_sc_hd__ha_1	4	4
sky130_fd_sc_hd__diode_2	0	1
sky130_fd_sc_hd__nand2_1	3	3
sky130_fd_sc_hd__o21ai_2	1	1
[power breakdown]
group	total (mW)	internal (mW)	switching, mW
Sequential	0.0482	0.0482	0
Combinational	0.00869	0.00523	0.00346
Clock	0.109	0.0782	0.0305
[critical path: cells and delay by family]
family / cells / cell delay, ns
AND-OR/OR-AND: 1 / 0.05
buffers and inverters: 1 / 0.25
AND/OR/NAND/NOR: 1 / 0.10
[timing repair]
| action | CTS | global route |
|---|---|---|
| setup buffers | 0 | 0 |
| setup endpoints to repair | 1 | 0 |
| resized | 2 | 0 |
[routing by layer]
layer	vias up	wire (um)	global-route usage
met4	0	21	0.008803
met5	-	0	0
met1	57	153	0.01534
li1	68	-	-
met3	4	116	0.02273
met2	8	117	0.01525
[worst paths after layout]
| path | cells past startpoint | startpoint | end | slack, ns |
|---|---|---|---|---|
| setup / recovery | 3 | sensor_sai | state[1] | 0.19 |
| hold / removal | 2 | state[1] | state[1] | 0.53 |
| setup reg to reg | 4 | state[0] | state[1] | 0.54 |
| hold reg to reg | 2 | state[1] | state[1] | 0.53 |
| max in group asynchronous | 1 | reset | state[1] | 0.53 |
| min in group asynchronous | 1 | reset | state[0] | 1.01 |
[cell type report]
cell class	count	area share
flip-flops and latches	4	0.2602
clock buffers	3	0.07317
diodes	1	0.008130
well taps	46	0.1870
multi-input cells	10	0.2927
repair buffers	5	0.1545
inverters	2	0.02439
[logic make-up after synthesis]
group | Yosys count
AND-OR/OR-AND | 2
adder cells (fa/ha/maj) | 4
buffers and inverters | 2
flip-flops | 2
latches | 2
AND/OR/NAND/NOR | 4
Power is estimated from default activity; no workload was simulated.
